<file path="./config.mk">
export PLATFORM = sky130hd
export DESIGN_NAME = alu
export DESIGN_NICKNAME = alu
export VERILOG_FILES = /design/flow/design.v
export SDC_FILE = /design/flow/constraint.sdc
export NUM_CORES = 4
export LEC_CHECK = 1
export CORE_UTILIZATION = 50
</file>
<file path="./constraint.sdc">
current_design alu

set clk_period 1.5
set clk_io_pct 0.2

create_clock -name clk0 -period $clk_period [get_ports {Clock}]

set non_clock_inputs [all_inputs -no_clocks]
set_input_delay [expr $clk_period * $clk_io_pct] -clock clk0 $non_clock_inputs
set_output_delay [expr $clk_period * $clk_io_pct] -clock clk0 [all_outputs]
</file>
<file path="./design.v">
parameter OP_LR    = 6'b100000;  
parameter OP_LI    = 6'b000100;  
parameter OP_LS    = 6'b000010;  
parameter OP_ADDR  = 6'b100001;  
parameter OP_ADDI  = 6'b000101;  
parameter OP_ADDS  = 6'b000011;  
parameter OP_MULR  = 6'b101001;  
parameter OP_MULI  = 6'b001101;  
parameter OP_MULS  = 6'b001011;  
parameter OP_CA    = 6'b000000;  
parameter OP_CR    = 6'b010000;  
parameter OP_NOP   = 6'b000001;  
parameter OP_AR    = 6'b010001;  
parameter OP_HEI   = 6'b100100;  
parameter OP_ASWI  = 6'b000110;  
parameter OP_ASR   = 6'b100010;  
parameter OP_ASIA  = 6'b000111;  
parameter OP_ASRA  = 6'b100011;  
parameter OP_AMSIA = 6'b001111;  
parameter OP_AMSRA = 6'b101011;  
module alu(
    input              Clock  ,
    input              nReset ,
    input              WE     ,  
    input              UseMul ,  
    input              UseA   ,  
    input        [7:0] DataA  ,
    input        [7:0] DataB  ,
    output logic [7:0] ACC       
);
wire signed [7:0] mulb    ;
wire signed [7:0] mula    ;
wire signed [7:0] subdatab;
muladd muladd0(
    .A     (DataA  ),
    .B     (DataB  ),
    .EnA   (UseA   ),
    .EnB   (~UseMul),
    .Out   (mula   ),
    .Clock (1'd0   ),
    .nReset(1'd0   )
);
mult mult0(
    .A     ({7'b0, UseMul}),
    .B     (DataB         ),
    .Out   (subdatab      ),
    .Clock (1'd0          ),
    .nReset(1'd0          )
);
assign mulb = {subdatab[7:3], ~UseMul | subdatab[2], subdatab[1:0]};
bit [1:0] tmp;
always_ff @ (posedge Clock, negedge nReset)
   if (~nReset)
	   ACC <= 8'd0;
	else if (WE)
        {ACC, tmp} <= #20 mula * mulb;
endmodule
module mult #(
    parameter n = 8,  
    parameter p = 0   
)(
    input  signed [n-1:0] A     ,
    input  signed [n-1:0] B     ,
    input                 Clock ,
    input                 nReset,
    output signed [n-1:0] Out
);
    logic [n-1:0] pOut, mOut;
    assign mOut = A * B;
    always_ff @ (posedge Clock, negedge nReset)
        if (~nReset)
            pOut <= 0;
        else
            pOut <= #20 mOut;
    assign Out = p ? pOut : mOut;
endmodule
module muladd #(parameter p = 0)(
    input        [7:0] A     ,
    input        [7:0] B     ,
    input              EnA   ,
    input              EnB   ,
    input              Clock ,
    input              nReset,
    output logic [7:0] Out
);
logic [7:0] tmp;
mult #(16, p) mul0(
    .A     ({        A,         B}),
    .B     ({7'd0, EnB, 7'd0, EnA}),
    .Clock (Clock                 ),
    .nReset(nReset                ),
    .Out   ({      Out,       tmp})
);
endmodule
module mul3mux(
    input        signed [7:0] A  ,
    input        signed [7:0] B  ,
    input        signed [7:0] C  ,
    input                     SA ,
    input                     SB ,
    input                     SC ,
    output logic signed [7:0] Out
);
logic [7:0] tmp0, tmp1, subout;
mult #(16) mult0(
    .A     ({       A,        B}),
    .B     ({7'd0, SB, 7'd0, SA}),
    .Out   ({  subout,     tmp0}),
    .Clock (1'd0                ),
    .nReset(1'd0                )
);
mult #(16) mult1(
    .A     ({  subout,         C}),
    .B     ({7'd0, SC, 7'd0, ~SC}),
    .Out   ({     Out,      tmp1}),
    .Clock (1'd0                 ),
    .nReset(1'd0                 )
);
endmodule
</file>
<file path="./run.sh">
#!/bin/bash
# OpenROAD 26Q1-2900-gdf79404cd8, Yosys 0.63+post, stock flow scripts
make -C /OpenROAD-flow-scripts/flow DESIGN_CONFIG=/design/flow/config.mk WORK_HOME=/design/flow/orfs finish
</file>
==> impl_metrics.csv <==
group,metric,value,unit
drt,dr.pass1.iters,5,
min_path,holdCritPathClass,"in -> async",
cts,cts_hold_buf,0,
global_route,grt_max_degree,18,
critical_path,cp_max_fo,5,
drt,post_drt_wl_per_cell,15.9,microns
yosys,synthCells,254,
power_and_ir_drop,finalPower,3.33,mW
cells_and_area,reg_top3,"ACC x8",
critical_path,endpoint_kind,"flop",
placement,preCtsSetupSlack,-4.60,ns
floorplan,pin_count,29,
cts,cts_tree,"done",
global_route,overflow,0,
cts,htreeDepth,1,
timing,finalHoldViolCount,0,
placement,place_hpwl,4410,microns
drt,drtAntennaViolNets,0,
yosys,ys.flops,8,
cells_and_area,final_layout_size_suffix_gt1_share,47.8,%
cts,clk_pin_slew,0.04,ns
drt,viasPerCell,5.25,
cts,cts_sinks,8,
timing,period_used_share,360,%
cts,cts-root-buf,"clkbuf_8",
yosys,edf_count,0,
run_status,status,"finished, violations left",
timing,fin_ws,-3.90,ns
run_status,violations,"negative setup slack",
timing,slew_violations,0,
power_and_ir_drop,power.density,905,nW/um^2
cells_and_area,area_growth,64.2,%
timing,fin_worst_skew,0,ns
yosys,yosysUniqueCellTypes,39,
drt,antenna_cells,0,
yosys,synthArstFlopShare,100,%
global_route,track_usage,28.6,%
timing,finalCriticalPeriod,5.40,ns
yosys,synth_seq_share,8.93,%
critical_path,required,1.60,ns
floorplan,chip_area,4750,sq um
yosys,syn_area_per_cell,8.82,sq um
global_route,grt_first_pass_wirelength,9730,microns
drt,routed_wirelength,6300,microns
cells_and_area,fin_cells,397,
floorplan,die_h,68.9,microns
yosys,top_cells_by_count,"43 x inv_1, 34 x ha_1, 26 x fa_1, 20 x nor2_1, 15 x xnor2_1",
critical_path,worstSetupPathType,"in -> reg",
placement,placed_cells,382,
global_route,grt_pass1_vias,2114,
drt,drtIter0Drc,48,
flow_run,maxCapViolCount,0,
yosys,flop_cell,"dfrtp_1",
cells_and_area,largest_reg_flops,8,
cells_and_area,fin_util,88.8,%
timing,setup-violations-final,8,
cells_and_area,regArea,200,sq um
yosys,ys_area,2240,sq um
cells_and_area,fillers,185,
critical_path,cp-start-kind,"primary input",
critical_path,cp.arrival,5.49,ns
placement,gp_congestion,0.925,
yosys,synth_top_cell_by_count,"inv_1",
placement,port_buffers,28,
critical_path,rrSetupSlack,0.73,ns
yosys,top_cells_by_area,"fa_1 23%, ha_1 19%, dfrtp_1 8.9%",
floorplan,core_area,4140,sq um
cells_and_area,combGateArea,2390,sq um
drt,dr_total_vias,2084,
floorplan,fp.dieW,68.9,microns
yosys,synth_warnings,3,
timing,rsz0062_at_grt,"true",
cts,cts-buffers-inserted,3,
timing,fmax,185,MHz
drt,route.detailed.drc,0,
yosys,yosysTopAreaCell,"fa_1",
timing,hold_slack,0.365,ns
yosys,synth_top_area_share,23.2,%
floorplan,fp-utilization,54.1,%
power_and_ir_drop,p_leak,1.73,nW
cts,clockBufferDepth,2,
yosys,netlist_area,2240,sq um
flow_run,tool_warnings,30,
timing,slew_headroom,73.6,%
cts,insertion_delay,0.23,ns
cells_and_area,top_register,"ACC",
yosys,yosys_cells,254,
global_route,antenna_found_initial,0,
floorplan,rows,23,
power_and_ir_drop,peakVddDrop,0.463,mV
timing,tightest_slew,0.394,ns
what timing repair did:
action,4_1_cts,5_1_grt
pin swaps,41,25
hold endpoints to repair,0,0
setup endpoints to repair,8,8
setup buffers,11,6
resized,116,19
logic make-up (layout without fill, tap and decap cells):
logic type                 Yosys count  in the layout  synth area share (%)
DFF                                  8              8                  8.93
muxes                                7              7                  3.41
and+or+nand+nor                     87             87                  21.3
buffers and inverters               47            140                  7.87
xor gates and xnor gates            19             19                  8.04
adders and majority gates           60             60                  42.2
AOI/OAI and AO/OA                   26             26                  8.26
critical path, cell delays in order:
cell and delay, ns:
buf_8 0.10, and2_4 0.16, ha_4 0.27, ha_4 0.18, a21o_1 0.20, a21oi_4 0.18, nor2_2 0.05, o21ai_1 0.13
nand2b_1 0.11, xnor2_2 0.16, buf_4 0.15, or2_4 0.22, fa_2 0.53, fa_1 0.43, fa_1 0.48, fa_1 0.56
inv_2 0.05, ha_4 0.21, o21ai_2 0.07, o21bai_1 0.10, a21oi_2 0.18, xnor3_1 0.25, and3_4 0.17, o221ai_2 0.15
o311ai_1 0.11
report_power, final:
part / switching (mW) / internal (mW) / total [mW]
sequential: 0.0614 / 0.319 / 0.380
clock: 0.0870 / 0.174 / 0.261
combinational: 1.12 / 1.57 / 2.69
total: 1.26 / 2.06 / 3.33
final cells by class:
cell class	count	area share, %
Sequential cell	8	5.44
Clock buffer	3	1.12
Tap cell	50	1.70
Inverter	43	4.39
Timing Repair Buffer	94	22.4
Multi-Input combinational cell	199	65.0
per-stage QoR:
stage / TNS [ns] / area [sq um]
floorplan: -22.92 / 2430
global placement: -27.53 / 3140
detailed placement: -27.67 / 3140
CTS: -22.34 / 3610
global route: -23.18 / 3680
finish: -22.31 / 3680
cells in the final DEF (no fill, tap or decap), types with 3 or more instances in the layout:
cell type,count
buf_4,52
inv_1,29
fa_1,22
ha_4,21
buf_6,17
clkdlybuf4s50_1,15
inv_2,14
nand2_1,13
nor2_1,13
ha_1,13
xnor2_1,9
dfrtp_1,8
and3_1,8
nor2b_4,6
and2_1,6
and2_4,6
nor2_2,6
mux2_4,5
nand3_1,4
a21o_1,4
xnor2_2,4
nand2b_1,4
fa_2,4
nor2b_1,3
or2_4,3
a211oi_1,3
clkbuf_8,3
buf_2,3
dlygate4sd2_1,3
metal layers:
metal  track usage, %  vias to the layer above  share of wire, %  wire (microns)
met3             5.00                       13               4.9             308
met4             4.08                        0               1.5              95
met5                0                        -                 0               0
li1                 -                     1012                 -               -
met2             47.2                       59                46            2920
met1             41.0                     1000                47            2970
worst paths after layout:
| path | start | cells past startpoint | to |
|---|---|---|---|
| worst max-delay path | UseA | 25 | ACC[7]$_DFFE_PN0P_ |
| worst min-delay path | nReset | 1 | ACC[1]$_DFFE_PN0P_ |
| worst max register to register | ACC[1]$_DFFE_PN0P_ | 1 | ACC[1]$_DFFE_PN0P_ |
| worst min register to register | ACC[2]$_DFFE_PN0P_ | 1 | ACC[2]$_DFFE_PN0P_ |
| max in group asynchronous | nReset | 1 | ACC[4]$_DFFE_PN0P_ |
| min in group clk0 | ACC[2]$_DFFE_PN0P_ | 1 | ACC[2]$_DFFE_PN0P_ |
