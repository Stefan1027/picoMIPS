==> flow/design.v <==
parameter OP_LR    = 6'b100000;  
parameter OP_LI    = 6'b000100;  
parameter OP_LS    = 6'b000010;  
parameter OP_ADDR  = 6'b100001;  
parameter OP_ADDI  = 6'b000101;  
parameter OP_ADDS  = 6'b000011;  
parameter OP_MULR  = 6'b101001;  
parameter OP_MULI  = 6'b001101;  
parameter OP_MULS  = 6'b001011;  
parameter OP_CA    = 6'b000000;  
parameter OP_CR    = 6'b010000;  
parameter OP_NOP   = 6'b000001;  
parameter OP_AR    = 6'b010001;  
parameter OP_HEI   = 6'b100100;  
parameter OP_ASWI  = 6'b000110;  
parameter OP_ASR   = 6'b100010;  
parameter OP_ASIA  = 6'b000111;  
parameter OP_ASRA  = 6'b100011;  
parameter OP_AMSIA = 6'b001111;  
parameter OP_AMSRA = 6'b101011;  
module mult #(
    parameter n = 8,  
    parameter p = 0   
)(
    input  signed [n-1:0] A     ,
    input  signed [n-1:0] B     ,
    input                 Clock ,
    input                 nReset,
    output signed [n-1:0] Out
);
    logic [n-1:0] pOut, mOut;
    assign mOut = A * B;
    always_ff @ (posedge Clock, negedge nReset)
        if (~nReset)
            pOut <= 0;
        else
            pOut <= #20 mOut;
    assign Out = p ? pOut : mOut;
endmodule
module muladd #(parameter p = 0)(
    input        [7:0] A     ,
    input        [7:0] B     ,
    input              EnA   ,
    input              EnB   ,
    input              Clock ,
    input              nReset,
    output logic [7:0] Out
);
logic [7:0] tmp;
mult #(16, p) mul0(
    .A     ({        A,         B}),
    .B     ({7'd0, EnB, 7'd0, EnA}),
    .Clock (Clock                 ),
    .nReset(nReset                ),
    .Out   ({      Out,       tmp})
);
endmodule
module mul3mux(
    input        signed [7:0] A  ,
    input        signed [7:0] B  ,
    input        signed [7:0] C  ,
    input                     SA ,
    input                     SB ,
    input                     SC ,
    output logic signed [7:0] Out
);
logic [7:0] tmp0, tmp1, subout;
mult #(16) mult0(
    .A     ({       A,        B}),
    .B     ({7'd0, SB, 7'd0, SA}),
    .Out   ({  subout,     tmp0}),
    .Clock (1'd0                ),
    .nReset(1'd0                )
);
mult #(16) mult1(
    .A     ({  subout,         C}),
    .B     ({7'd0, SC, 7'd0, ~SC}),
    .Out   ({     Out,      tmp1}),
    .Clock (1'd0                 ),
    .nReset(1'd0                 )
);
endmodule
module program_counter(
    input              Clock         ,
    input              nReset        ,
    input              PCHold        ,
    output logic [6:0] ProgramCounter
);
logic tmp;
muladd #(1) muladd0(
    .Clock (Clock                 ),
    .A     ({1'd0, ProgramCounter}),
    .B     (8'd1                  ),
    .EnA   (1'b1                  ),
    .EnB   (~PCHold               ),
    .Out   ({ tmp, ProgramCounter}),
    .nReset(nReset                )
);
endmodule
==> flow/run.sh <==
#!/bin/bash
# OpenROAD 26Q1-2900-gdf79404cd8, Yosys 0.63+post, stock flow scripts
make -C /OpenROAD-flow-scripts/flow DESIGN_CONFIG=/design/flow/config.mk WORK_HOME=/design/flow/orfs finish
==> flow/config.mk <==
export PLATFORM = sky130hd
export DESIGN_NAME = program_counter
export DESIGN_NICKNAME = program_counter
export VERILOG_FILES = /design/flow/design.v
export SDC_FILE = /design/flow/constraint.sdc
export NUM_CORES = 4
export LEC_CHECK = 1
export CORE_AREA = 10 10 70 70
export DIE_AREA = 0 0 80 80
==> flow/constraint.sdc <==
current_design program_counter

set clk_period 2.1
set clk_io_pct 0.2

create_clock -name clk0 -period $clk_period [get_ports {Clock}]

set non_clock_inputs [all_inputs -no_clocks]
set_input_delay [expr $clk_period * $clk_io_pct] -clock clk0 $non_clock_inputs
set_output_delay [expr $clk_period * $clk_io_pct] -clock clk0 [all_outputs]
==> out/qor.txt <==
Async set-reset flop share out of synthesis = 100%
Fin. max-slew vios = 0
1st-iter DRT viols = 2
Min cycle time layout = 1.74 ns
CTS root buf = clkbuf_4
Setup WS pre-CTS = 0.0951 ns
Hold Buf Count CTS = 0
Number of global-route vias before repair = 161
Crit path cell chain = clkdlybuf4s50_1 > inv_1 > ha_1 > ha_1 > ha_1 > ha_1 > nand3_1 > xnor2_1
Post-synth top cells = 7 x dfrtp_1, 4 x ha_1, 2 x nand3_1, 2 x xnor2_1
CP max stage delay = 0.45 ns
Worst min path class = in -> async
Wirelength per Cell = 6.88 um
Clk sink count = 7
# port buffers = 9
Top cells by area = dfrtp_1 66%, ha_1 19%, xnor2_1 6.6%, nand3_1 3.8%, xor2_1 3.3%
Die Wd = 80 um
Dominant cell area share = 66.0%
Syn Inst Count = 17
Core Region = 3420 um^2
Final WL = 523 um
Post-route ant nets = 0
Fin Hold WS = 0.432 ns
Seq/Total Area, Yosys = 66.0%
Gr ovfl total = 0
Late-Pin Clk Latency = 0.24 ns
Overall power = 0.000542 W
Max clock buf depth = 2
Post-DP Area = 413 um^2
Net switching share of the total power = 24.8%
Max FO, Critical Path = 2
Initial DRT Pass Iterations = 2
Largest register by flop count = muladd0.mul0.pOut
Cell taking the most area after synthesis = dfrtp_1
# Cells Yosys = 17
FP Core Util = 7.77%
Clock buffer count from CTS = 3
Synthesized area = 265 um^2
Overall routing resource usage = 1.82%
Combinational fraction of design power = 32.0%
Cell Pwr Density = 1230 nW/um^2
Max reg flops = 7
Final instance area = 439 um^2
CP max stage cell = clkdlybuf4s50_1
Headroom to the max-slew limit = 78.7%
Cell Type Count = 6
Tally of OpenROAD warnings = 25
Cell Int Power = 0.000408 W
Drt drc = 0
First-pass GRT wire length = 848 um
Vias = 170
Primary FF master, synth = dfrtp_1
Crit share post-route = 82.6%
Critical Path AT = 1.90 ns
CP bufs+invs = 2
Status = finished clean
Share of cells above drive strength 1 = 10.0%
Number of max-cap violations = 0
Clk_skew = 0.00149 ns
Synth top cell by count = dfrtp_1
Gpl congestion = 0.690
Leakage power = 0.187 nW
Fill count = 403
Setup crit end kind = register
Fin worst setup slack = 0.364 ns
Worst EP required = 2.27 ns
Most used cell along the critical path = ha_1
Post-CTS setup buffer count = 0
Vias per cell = 2.24
Ys flops = 7
YS chip area = 265 um^2
Syn Area/Cell = 15.6 um^2
CP Class = in -> reg
Regs by FF count = muladd0.mul0.pOut: 7 flops
Least-Margin Pin Slew = 0.319 ns
Clock share of power = 22.2%
Fmax = 576 MHz
Clk slew on worst S/H paths = 0.05 ns
Htree depth = 1
Fin. Hold Viols = 0
Initial antenna violation count = 0
Setup Viol. Count Final = 0
Number of core rows = 21
RSZ-0062 raised after global routing = false
N_diodes = 0
Kind of cell adding the most delay to the critical path = adder cells
Net Switching = 0.000134 W
Die Y-Extent = 80 um
Layout area overhead = 65.6%
Seq pwr share = 45.8%
Setup_tns = 0 ns
Pin count of the biggest net entering global routing = 8
Max VDD drop = 522 uV
Yosys warnings = 1
IO Pins = 10
Die area = 6400 um^2
Clock tree from TritonCTS = built
Count of library flops with an enable pin = 0
Startpoint types = primary input
PostCTS Resize Cnt = 0
-- worst register-to-register path: stages, from the launching register on --
cell     delay, ns
dfrtp_1       0.38
ha_1          0.18
ha_1          0.18
ha_1          0.21
ha_1          0.21
nand3_1       0.10
xnor2_1       0.12
-- layer usage --
metal	vias up	wire [um]	track usage (%)
met3	2	97	2.39
li1	83	-	-
met4	0	5	0.352
met2	10	121	1.52
met5	-	0	0
met1	75	298	2.43
-- logic make-up after synthesis --
kind of cell / synth area share, %
simple gates: 3.77
flops: 66.0
fa+ha+maj: 18.9
xor+xnor: 9.91
buf+inv: 1.41
-- cell usage in the layout, fill, tap and decap left out, drive strengths merged --
master / instances
nand3: 2
clkbuf: 4
dfrtp: 7
inv: 1
ha: 4
xnor2: 2
xor2: 1
clkdlybuf4s50: 9
-- power by group through the flow --
stage / registers, W / logic (W) / clock network [W]
CTS: 0.000250 / 0.000183 / 0.000125
global route: 0.000262 / 0.000200 / 0.000137
finish: 0.000248 / 0.000173 / 0.000120
-- path summary, 6_finish.rpt --
kind | from | to | slack, ns | cells after the start
worst max-delay path | PCHold | muladd0.mul0.pOut[14]$_DFF_PN0_ | 0.36 | 8
worst min-delay path | nReset | muladd0.mul0.pOut[13]$_DFF_PN0_ | 0.43 | 1
worst max register to register | muladd0.mul0.pOut[8]$_DFF_PN0_ | muladd0.mul0.pOut[14]$_DFF_PN0_ | 0.65 | 6
worst min register to register | muladd0.mul0.pOut[14]$_DFF_PN0_ | muladd0.mul0.pOut[14]$_DFF_PN0_ | 0.47 | 1
max in group asynchronous | nReset | muladd0.mul0.pOut[8]$_DFF_PN0_ | 1.43 | 1
min in group clk0 | muladd0.mul0.pOut[14]$_DFF_PN0_ | muladd0.mul0.pOut[14]$_DFF_PN0_ | 0.47 | 1
-- stage by stage --
stage / util, % / instances
final: 12.9 / 76
after global routing: 12.9 / 76
after CTS: 12.9 / 76
after detailed placement: 12.1 / 72
after global placement: 12.1 / 72
after floorplan: - / 17
-- area by class of cell --
class / count / area (um^2) / share of cell area, %
repair buffers: 9 / 90.1 / 20.5
well taps: 46 / 57.6 / 13.1
multi-input cells: 9 / 86.3 / 19.7
clock buffers: 4 / 26.3 / 5.98
inverters: 1 / 3.75 / 0.855
flip-flops and latches: 7 / 175 / 39.9
Power and IR drop assume default switching activity.
