$ cat flow/design.v
parameter OP_LR    = 6'b100000;  
parameter OP_LI    = 6'b000100;  
parameter OP_LS    = 6'b000010;  
parameter OP_ADDR  = 6'b100001;  
parameter OP_ADDI  = 6'b000101;  
parameter OP_ADDS  = 6'b000011;  
parameter OP_MULR  = 6'b101001;  
parameter OP_MULI  = 6'b001101;  
parameter OP_MULS  = 6'b001011;  
parameter OP_CA    = 6'b000000;  
parameter OP_CR    = 6'b010000;  
parameter OP_NOP   = 6'b000001;  
parameter OP_AR    = 6'b010001;  
parameter OP_HEI   = 6'b100100;  
parameter OP_ASWI  = 6'b000110;  
parameter OP_ASR   = 6'b100010;  
parameter OP_ASIA  = 6'b000111;  
parameter OP_ASRA  = 6'b100011;  
parameter OP_AMSIA = 6'b001111;  
parameter OP_AMSRA = 6'b101011;  
module mult #(
    parameter n = 8,  
    parameter p = 0   
)(
    input  signed [n-1:0] A     ,
    input  signed [n-1:0] B     ,
    input                 Clock ,
    input                 nReset,
    output signed [n-1:0] Out
);
    logic [n-1:0] pOut, mOut;
    assign mOut = A * B;
    always_ff @ (posedge Clock, negedge nReset)
        if (~nReset)
            pOut <= 0;
        else
            pOut <= #20 mOut;
    assign Out = p ? pOut : mOut;
endmodule
module muladd #(parameter p = 0)(
    input        [7:0] A     ,
    input        [7:0] B     ,
    input              EnA   ,
    input              EnB   ,
    input              Clock ,
    input              nReset,
    output logic [7:0] Out
);
logic [7:0] tmp;
mult #(16, p) mul0(
    .A     ({        A,         B}),
    .B     ({7'd0, EnB, 7'd0, EnA}),
    .Clock (Clock                 ),
    .nReset(nReset                ),
    .Out   ({      Out,       tmp})
);
endmodule
module mul3mux(
    input        signed [7:0] A  ,
    input        signed [7:0] B  ,
    input        signed [7:0] C  ,
    input                     SA ,
    input                     SB ,
    input                     SC ,
    output logic signed [7:0] Out
);
logic [7:0] tmp0, tmp1, subout;
mult #(16) mult0(
    .A     ({       A,        B}),
    .B     ({7'd0, SB, 7'd0, SA}),
    .Out   ({  subout,     tmp0}),
    .Clock (1'd0                ),
    .nReset(1'd0                )
);
mult #(16) mult1(
    .A     ({  subout,         C}),
    .B     ({7'd0, SC, 7'd0, ~SC}),
    .Out   ({     Out,      tmp1}),
    .Clock (1'd0                 ),
    .nReset(1'd0                 )
);
endmodule
$ cat flow/run.sh
#!/bin/bash
# OpenROAD 26Q1-2900-gdf79404cd8, Yosys 0.63+post, stock flow scripts
make -C /OpenROAD-flow-scripts/flow DESIGN_CONFIG=/design/flow/config.mk WORK_HOME=/design/flow/orfs finish
$ cat flow/config.mk
export PLATFORM = sky130hd
export DESIGN_NAME = mul3mux
export DESIGN_NICKNAME = mul3mux
export VERILOG_FILES = /design/flow/design.v
export SDC_FILE = /design/flow/constraint.sdc
export NUM_CORES = 4
export LEC_CHECK = 1
export CORE_AREA = 10 10 73 73
export DIE_AREA = 0 0 83 83
$ cat flow/constraint.sdc
current_design mul3mux

set clk_period 4.9
set clk_io_pct 0.2

create_clock -name clk0 -period $clk_period

set non_clock_inputs [all_inputs -no_clocks]
set_input_delay [expr $clk_period * $clk_io_pct] -clock clk0 $non_clock_inputs
set_output_delay [expr $clk_period * $clk_io_pct] -clock clk0 [all_outputs]
==> flow_metrics.env <==
# source this file to load flow results
export IMPL_outcome="finished clean"
export IMPL_yosysWarningCount=1
export IMPL_hold_start="C[7]"
export IMPL_internal_power_uw=88.51
export IMPL_maxCapViolations=0
export IMPL_hpwl_um=1752
export IMPL_hold_class="in2out"
export IMPL_ios=35
export IMPL_wl_um=1978
export IMPL_postSynthAreaPerCell_um2=8.679
export IMPL_drive_gt1_share_pct=32.41
export IMPL_drt_iter0_drc=9
export IMPL_whs_path_depth=5
export IMPL_worst_pin_slew_ns=0.2557
export IMPL_grt_max_degree=13
export IMPL_p_sw_uw=49.55
export IMPL_grtUsageTotal_pct=5.647
export IMPL_crit_path_top_delay_cell="fa_2"
export IMPL_crit_type="in2out"
export IMPL_grt_pass1_wl_um=3574
export IMPL_p_clk_share_pct=0
export IMPL_viasPerCell=4.114
export IMPL_flops=0
export IMPL_die_area_um2=6889
export IMPL_layout_min_cycle_time_ns=4.778
export IMPL_rsz0062_at_grt="no"
export IMPL_warning_count=32
export IMPL_slowest_delay_ns=0.50
export IMPL_synthesis_area_um2=815.8
export IMPL_drt_antenna_violating_nets=0
export IMPL_gp_congestion=0.7714
export IMPL_netlist_instances=94
export IMPL_max_freq_ghz=0.2093
export IMPL_total_power_uw=138.1
export IMPL_yosysSeqAreaShare_pct=0
export IMPL_crit_start="SB"
export IMPL_switching_share_pct=35.89
export IMPL_p_leak_nw=0.7210
export IMPL_vias=794
export IMPL_setup_viol=0
export IMPL_hold_viol=0
export IMPL_die_w_um=83
export IMPL_ys_cells=94
export IMPL_critPathRequiredTime_ns=3.92
export IMPL_rows=22
export IMPL_grt_overflow_total=0
export IMPL_power_frac_seq_pct=0
export IMPL_power_density_nw_per_um2=93.51
export IMPL_fp_util_pct=21.79
export IMPL_min_to="Out[7]"
export IMPL_slew_headroom_pct=82.95
export IMPL_seqCellArea_um2=0
export IMPL_io_buffers=35
export IMPL_n_fill_cell=372
export IMPL_nClkBuffers=0
export IMPL_first_pass_iters=2
export IMPL_core_area_um2=3744
export IMPL_arrival_ns=3.80
export IMPL_syn2layout_area_growth_pct=80.98
export IMPL_n_antenna_cell=0
export IMPL_peakVddDrop_mv=0.03590
export IMPL_endpoint_kind="output port"
export IMPL_critical_path_max_fanout=4
export IMPL_drcViolationCount=0
export IMPL_antenna_found_initial=0
export IMPL_wl_per_cell_um=10.25
export IMPL_holdWs_ns=2.684
export IMPL_ys_types=23
export IMPL_die_h_um=83
export IMPL_yosys_area_um2=815.8
export IMPL_area_combinational_um2=952.2
export IMPL_cp_start_kind="input port"
export IMPL_path_cells="clkdlybuf4s15_1 -> and2_4 -> ha_4 -> ha_4 -> fa_2 -> nor2b_1 -> ha_1 -> fa_2 -> a21o_1 -> a21oi_2 -> o21bai_1 -> a21oi_2 -> xnor2_1 -> buf_2"
export IMPL_grt_pass1_vias=836
export IMPL_report_final_slew_viol_count=0
export IMPL_comb_power_share_pct=100.0
export IMPL_period_used_pct=97.52
[metal layers]
layer	wire [µm]	global-route usage [%]	part of all wire [%]
met1	1109	9.107	56
met2	762	7.542	39
met3	106	1.378	5.4
met4	0	0	0
met5	0	0	0
[worst max path at each step]
stage | slack [ns] | end | cells past startpoint
CTS | 0.007 | Out[7] | 13
finish | 0.12 | Out[7] | 14
global route | 0.01 | Out[7] | 14
[layout make-up]
class | count | share of cell area, %
Multi-Input combinational cell | 90 | 64.49
Timing Repair Buffer | 52 | 30.68
Tap cell | 48 | 4.068
Inverter | 3 | 0.7627
[placed cells by master, fill, tap and decap left out, types with 2 or more instances in the layout]
cell type	instances
clkdlybuf4s50_1	23
buf_4	17
ha_1	16
and2_1	15
ha_4	9
xnor2_1	8
and2_4	6
dlygate4sd2_1	6
a21o_1	5
a21oi_2	5
nor2_1	4
nor2b_1	3
inv_1	3
nand2_1	3
buf_2	3
o21bai_1	2
fa_2	2
[timing repair]
action,in CTS,in global routing
setup buffers,3,0
pin swaps,25,20
endpoints found under the hold margin,0,0
hold buffers,0,0
endpoints found under the setup margin,6,4
resized,35,10
[critical path, delay by kind of cell]
| kind | cells | cell delay (ns) |
|---|---|---|
| buffers and inverters | 2 | 0.32 |
| AND/OR/NAND/NOR | 2 | 0.31 |
| AND-OR/OR-AND | 4 | 0.57 |
| adder cells (fa/ha/maj) | 5 | 1.48 |
| XOR/XNOR | 1 | 0.12 |
[power by group through the flow]
stage / sequential [mW] / combinational (mW) / clock (mW)
CTS: 0 / 0.132 / 0
finish: 0 / 0.138 / 0
global route: 0 / 0.156 / 0
[metrics by stage]
stage / util, % / TNS (ns) / std cells / area (µm²) / worst slack [ns]
2_1_floorplan: - / 0 / 94 / 815.8 / 0.3072
3_3_place_gp: 35.66 / -2.841 / 191 / 1335 / -0.7417
3_5_place_dp: 35.66 / -2.959 / 191 / 1335 / -0.7722
4_1_cts: 37.63 / 0 / 193 / 1409 / 0.006890
5_1_grt: 39.44 / 0 / 193 / 1476 / 0.01474
6_report: 39.44 / 0 / 193 / 1476 / 0.1217
[cells in the mapped netlist (2+ instances only)]
cell / instances / share of area [%]
ha_1: 25 / 38
and2_1: 21 / 16
xnor2_1: 8 / 8.6
a21oi_1: 6 / 3.7
a21o_1: 5 / 4.6
nor2_1: 4 / 1.8
inv_1: 3 / 1.4
nand2_1: 3 / 1.4
nor2b_1: 3 / 2.3
fa_1: 2 / 4.9
o21bai_1: 2 / 1.8
[cell families after synthesis]
group / Yosys count / synth area share (%)
AOI/OAI and AO/OA: 17 / 16.10
adders and majority gates: 27 / 43.25
buffers and inverters: 4 / 1.840
and+or+nand+nor: 36 / 26.38
xor gates and xnor gates: 10 / 12.42
